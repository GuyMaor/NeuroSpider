## design/flow/design.v

```verilog
`timescale 1ns / 1ps
module calcShift(val,result,zero);
	input [11:0] val;
	output [4:0] result;
	output zero;
	reg [4:0] result;
	reg zero;
	always @ (val)
	begin
		if(val==0)
			zero = 1;
		else
			zero = 0;
	end
	always @ (val)
	begin
		if(val[11])
			result = 5'b11111;
		else if(val[10])
			result = 5'd0;
		else if(val[9])
			result = 5'd1;
		else if(val[8])
			result = 5'd2;
		else if(val[7])
			result = 5'd3;
		else if(val[6])
			result = 5'd4;
		else if(val[5])
			result = 5'd5;
		else if(val[4])
			result = 5'd6;
		else if(val[3])
			result = 5'd7;
		else if(val[2])
			result = 5'd8;
		else if(val[1])
			result = 5'd9;
		else if(val[0])
			result = 5'd10;
		else
			result = 5'b11111;
	end
endmodule
`timescale 1ns / 1ps
module mod_Add(in_A,in_B,in_En,out_Out,out_Ready,clk,rst);
    input [15:0] in_A;
    input [15:0] in_B;
    output [15:0] out_Out;
    input in_En;
    output out_Ready;
    input clk;
	 input rst;
	 wire swap = {1'b0,in_B[14:10]} > {1'b0,in_A[14:10]}; 
	 reg [4:0] diff;
	 reg [4:0] exponentMax;
	 reg [9:0] valL;
	 reg notZeroL;
	 reg notZeroS;
	 reg [9:0] valS;
	 reg signL;
	 reg signS;
	 reg oldOldReady;
	 wire [12:0] valL2 = signL ? -{2'b00,notZeroL,valL}: {2'b00,notZeroL,valL};
	 wire [12:0] valS2 = signS ? -({2'b00,notZeroS,valS}>>diff):{2'b00,notZeroS,valS}>>diff;
	 wire [12:0] afterAdd = valL2+valS2;
	 wire signWire = afterAdd[12];
	 wire [11:0] absVal = signWire ? -afterAdd : afterAdd;
	 reg [4:0] oldExponent;
	 reg [11:0] oldVal;
	 reg oldReady;
	 reg sign;
	 wire [4:0] shiftAmmount;
	 wire isZero;
	 calcShift cS(oldVal,shiftAmmount,isZero);
	 wire [9:0] finalVal = isZero ? 10'd0 : oldVal<<shiftAmmount;
	 wire [4:0] finalExponent = isZero ? 5'd0 : oldExponent - shiftAmmount;
    reg [15:0] out_Out;
    reg out_Ready;
    always @(posedge clk, posedge rst)
	 begin
		if(rst)
		begin
			out_Out = 16'd0;
			out_Ready = 1'b0;
		end
		else
		begin
			out_Out = {sign,finalExponent,finalVal};
			out_Ready = oldReady;
		end
	 end
	 always @(posedge clk, posedge rst)
	 begin
		if(rst)
		begin
			oldExponent = 5'd0;
			oldVal = 12'd0;
			oldReady = 1'b0;
			sign = 1'b0;
		end
		else
		begin
			oldExponent = exponentMax;
			oldVal = absVal;
			oldReady = oldOldReady;
			sign = signWire;
		end
	 end
    always @(posedge clk, posedge rst)
	 begin
		if(rst)
		begin
			diff = 4'd0;
			exponentMax = 5'd0;
			valL = 10'd0;
			valS = 10'd0;
			signL = 1'b0;
			signS = 1'b0;
			oldOldReady = 1'b0;
			notZeroL = 15'b0;
			notZeroS = 15'b0;
		end
		else if(in_En)
		begin
			oldOldReady = 1'b1;
			if(swap)
			begin
				diff = in_B[14:10] - in_A[14:10];
				exponentMax = in_B[14:10];
				valL = in_B[9:0];
				valS = in_A[9:0];
				signL = in_B[15];
				signS = in_A[15];
				notZeroL = in_B[14:0]!=15'd0;
				notZeroS = in_A[14:0]!=15'd0;				
			end
			else
			begin
				diff = in_A[14:10] - in_B[14:10];
				exponentMax = in_A[14:10];
				valL = in_A[9:0];
				valS = in_B[9:0];
				signL = in_A[15];
				signS = in_B[15];
				notZeroL = in_A[14:0]!=15'd0;
				notZeroS = in_B[14:0]!=15'd0;
			end
		end
		else
			oldOldReady = 1'b0;
	 end		
endmodule
```

## design/flow/run.sh

```bash
#!/bin/bash
# OpenROAD 26Q1-2900-gdf79404cd8, Yosys 0.63+post, stock flow scripts
make -C /OpenROAD-flow-scripts/flow DESIGN_CONFIG=/design/flow/config.mk WORK_HOME=/design/flow/orfs finish
```

## design/flow/config.mk

```make
export PLATFORM = sky130hd
export DESIGN_NAME = mod_Add
export DESIGN_NICKNAME = mod_Add
export VERILOG_FILES = /design/flow/design.v
export SDC_FILE = /design/flow/constraint.sdc
export NUM_CORES = 4
export LEC_CHECK = 1
export CORE_UTILIZATION = 30
```

## design/flow/constraint.sdc

```tcl
current_design mod_Add

set clk_period 13.0
set clk_io_pct 0.2

create_clock -name clk0 -period $clk_period [get_ports {clk}]

set non_clock_inputs [all_inputs -no_clocks]
set_input_delay [expr $clk_period * $clk_io_pct] -clock clk0 $non_clock_inputs
set_output_delay [expr $clk_period * $clk_io_pct] -clock clk0 [all_outputs]
```

==> notes.md <==
run results: TritonCTS clock tree=done, peak supply drop=0.0000918 V, via count=4183, drc violations=0, CTS HTree Levels=3, Chip Height=134 um, logic area=3210 sq um, Area Overhead vs Synth=20.0%, hold crit path type=register to register, pin count of the biggest net entering global routing=69, Slew Limit Fails=0, syn_area_per_cell=9.19 sq um, I/O pin cnt=52, global route hottest layer=met1, synthesized cell area=5190 sq um, Final Power=1.34 mW, hpwl dp=9040 um, initial antenna violation count=0, Setup crit end kind=register, DR WL/cell=14.0 um, crit start category=register, final clock skew=6.79 ps, CTS Hold Bufs=0, RSZ-0062 raised after global routing=false, Setup CP Type=register to register, CP required=13220 ps, Final Hold Viols=0, CP Data Arrival Time=5710 ps, outcome=finished, final reports clean, postcts setup bufs=0, tool warning count=29, Synth flops=71, diodes inserted=0, number of global-route vias before repair=3954, final WL=11700 um, first-pass GRT wire length=19700 um, Max Fclk=182 MHz, Clock Pin Slew Worst Setup and Hold Paths=60 ps, max_slew headroom=0.445, Routability Congestion=0.893, cts repair resizes=0, Core ar.=16800 sq um, total CTS buffers=9, DRT Pass-1 Iters=4, period utilization=0.423, post-synth top area cell=dfrtp_1, fill count=1633, Global Route Usage Sum=0.141, cell count listed in synth_stat.txt=565, Max Cap Viol=0, Main synth FF type=dfrtp_1, post-route antenna net violation count=0, Die Span X=134 um, mean number of vias per cell=5.02, Final Critical Period=5490 ps, Reg2Reg Setup Slack=7510 ps, Latency at later pin=340 ps, clock root buffer=clkbuf_16, number of synthesized flops with an enable pin=0, Synth Seq Share=0.342, met1 usage=0.217, Buffers on Ports=51, row count=47, GR Util met3=0.0272, Longest Clk Path Bufs=2, YS chip area=5190 sq um, Final setup viols=0, largest fanout on the critical path=21, clk sinks=71, leakage=2.65 nW, M2 GR Usage=0.213, GR Overflow Total=0, share of the synthesized area in the top cell type=0.342, pwr/cell area=215 nW/um^2, Tightest Pin Transition=825 ps, post-route setup TNS=0 ps, DR iter-0 viols=136, Async SR Flop Fraction=1.00, share of layout cells above drive strength 1=0.0765, yosys warns=2, die footprint=17800 sq um, FP Util=0.310, Register Area=1780 sq um, top cells, area=dfrtp_1 34%, mux2i_1 10%, ha_1 6.7%, xnor2_1 4.7%, nor2_1 4.6%, Synth Instances=565, count of cell types in the netlist=59
==> worst paths after layout <==
check,endpoint,from,cells after the start
min in group asynchronous,out_Out[6],rst,2
max in group asynchronous,valS[0],rst,3
hold reg to reg,oldReady,oldOldReady,0
hold / removal,oldReady,oldOldReady,0
setup reg to reg,oldVal[1],diff[1],19
setup / recovery,oldVal[1],diff[1],19
==> critical path, cell delays in order, from the launching register on <==
cell,delay [ps]
dfrtp_1,840
mux2i_1,190
o21ai_0,370
nand2_1,120
a21o_1,170
a21oi_1,330
inv_1,90
ha_1,280
nand2_1,60
o21ai_0,190
fa_1,490
a21o_1,200
a211oi_1,230
nor2_1,90
o41ai_1,550
o211ai_1,190
a31o_2,280
xnor2_1,160
buf_4,230
mux2_4,320
==> synth_stat cells, drive strengths merged, types with 3 or more instances <==
| master | count |
|---|---|
| xnor2 | 28 |
| nor4 | 10 |
| and2 | 6 |
| o41ai | 3 |
| nor2 | 66 |
| or3 | 3 |
| nand3 | 6 |
| clkbuf | 16 |
| nor3 | 13 |
| nor2b | 6 |
| o31ai | 9 |
| and3 | 3 |
| o21bai | 3 |
| o211ai | 6 |
| a211oi | 5 |
| nand2 | 31 |
| xor2 | 16 |
| dfrtp | 71 |
| inv | 33 |
| mux4 | 3 |
| nand2b | 10 |
| a21oi | 50 |
| nand4 | 4 |
| o21ai | 20 |
| or4 | 4 |
| mux2i | 52 |
| a21o | 8 |
| ha | 28 |
| buf | 6 |
| nand3b | 3 |
| o31a | 3 |
| fa | 4 |
| mux2 | 11 |
==> per-stage QoR <==
stage / area (sq um) / cells / hold WS [ps] / worst slack, ps / utilization
detailed placement: 5920 / 818 / 336 / 7340 / 0.353
global placement: 5920 / 818 / 334 / 7380 / 0.353
global route: 6230 / 834 / 353 / 6970 / 0.372
floorplan: 5190 / 565 / 331 / 8040 / -
CTS: 6230 / 834 / 347 / 7540 / 0.372
finish: 6230 / 834 / 346 / 7510 / 0.372
==> registers in the layout, summed over array words and instances (netlist names) <==
signal and flops:
notZeroS 1, sign 1, signL 1, oldExponent 5
oldOldReady 1, exponentMax 5, valS 10, out_Out 16
notZeroL 1, oldVal 12, out_Ready 1, oldReady 1
diff 5, valL 10, signS 1
==> metal layers <==
layer	vias to the layer above	wire, um
met5	-	0
met4	0	206
met3	19	596
met2	101	5070
met1	1955	5820
li1	2108	-
==> area by class of cell <==
class                   count  area share
clock buffers              12      0.0411
clock inverters             4     0.00843
inverters                  34      0.0205
multi-input cells         438       0.515
flip-flops and latches     71       0.285
well taps                 220      0.0442
repair buffers             55      0.0859
==> power breakdown <==
group | leakage (nW) | switching, mW | internal (mW)
logic | 1.68 | 0.368 | 0.359
registers | 0.819 | 0.0698 | 0.291
clock network | 0.153 | 0.0930 | 0.160
==> placed cells by master (no fill, tap or decap), types with 4 or more instances in the layout <==
cell,n
a211oi_1,5
a21o_1,8
a21oi_1,47
and2_1,6
buf_4,4
clkbuf_16,9
clkdlybuf4s50_1,50
dfrtp_1,71
fa_1,4
ha_1,28
inv_1,32
mux2_2,9
mux2i_1,52
nand2_1,31
nand2b_1,10
nand3_1,5
nand4_1,4
nor2_1,63
nor2b_1,6
nor3_1,13
nor4_1,10
o211ai_1,6
o21ai_0,19
o31ai_1,8
or4_1,4
xnor2_1,28
xor2_1,16
==> cell families (layout without fill, tap and decap cells) <==
kind of cell             Yosys count  in the layout  synth area share
multiplexers                      66             66             0.140
buffers and inverters             56            105            0.0431
XOR/XNOR                          44             44            0.0742
adder cells (fa/ha/maj)           32             32            0.0829
flip-flops                        71             71             0.342
AND-OR/OR-AND                    124            124             0.156
AND/OR/NAND/NOR                  172            172             0.162
Power is estimated from default activity; no workload was simulated.
