==> design.v <==
`timescale 1ns / 1ps
module mod_ActivationFunc(sel,inVal,outVal);
    input [1:0] sel;
    input [15:0] inVal;
    output [15:0] outVal;
	 reg [15:0] outVal;
	 wire [15:0] relu;
	 wire [15:0] tanH;
	 wire [15:0] step;
	 mod_ReluFunc rf(inVal,relu);
	 mod_TanHFunc th(inVal,tanH);
	 mod_StepFunc stp(inVal,step);
	 always @ (sel,inVal,step,relu,tanH)
	 begin
		case(sel)
			2'b00 : outVal = inVal;
			2'b01 : outVal = step;
			2'b10 : outVal = relu;
			2'b11 : outVal = tanH;
		endcase
	 end
endmodule
`timescale 1ns / 1ps
module mod_ReluFunc(inVal,outVal);
    input [15:0] inVal;
    output [15:0] outVal;
	 wire [15:0] outVal = inVal[15] ? 16'd0 : inVal;
endmodule
`timescale 1ns / 1ps
module mod_StepFunc(inVal,outVal);
    input [15:0] inVal;
    output [15:0] outVal;
	 wire [15:0] outVal = inVal[15] ? 16'h0000 : 16'h3c00;
endmodule
`timescale 1ns / 1ps
module mod_TanHFunc(inVal,outVal);
    input [15:0] inVal;
    output [15:0] outVal;
	 wire [15:0] outVal = inVal[14:10] >= 5'b01111 ? {inVal[15],15'h3c00}: inVal;
endmodule
==> run.sh <==
#!/bin/bash
# OpenROAD 26Q1-2900-gdf79404cd8, Yosys 0.63+post, stock flow scripts
make -C /OpenROAD-flow-scripts/flow DESIGN_CONFIG=/design/flow/config.mk WORK_HOME=/design/flow/orfs finish
==> config.mk <==
export PLATFORM = sky130hd
export DESIGN_NAME = mod_ActivationFunc
export DESIGN_NICKNAME = mod_ActivationFunc
export VERILOG_FILES = /design/flow/design.v
export SDC_FILE = /design/flow/constraint.sdc
export NUM_CORES = 4
export LEC_CHECK = 1
export CORE_AREA = 10 10 70 70
export DIE_AREA = 0 0 80 80
==> constraint.sdc <==
current_design mod_ActivationFunc

set clk_period 2.3
set clk_io_pct 0.2

create_clock -name clk0 -period $clk_period

set non_clock_inputs [all_inputs -no_clocks]
set_input_delay [expr $clk_period * $clk_io_pct] -clock clk0 $non_clock_inputs
set_output_delay [expr $clk_period * $clk_io_pct] -clock clk0 [all_outputs]
==> results.tsv <==
metric	value	unit
antenna viol nets, final	0	
row count	21	
max frequency	457.8	MHz
die height	80	um
Worst Hold Class	in2out	
yosys xor share	5.645	%
cell-internal power	75.57	uW
I/O Pins	34	
crit-path leading delay family	buffers and inverters	
RSZ-0062 raised after global routing	false	
synth warn	1	
port bufs	34	
routability cong.	0.6519	
Detailed Routing Iterations Pass 1	2	
Final Cell Area	591.8	sq um
WS Path Type	in2out	
clock buffer count	0	
Seq share, synth	0	%
Mux area share	0	%
fp util	4.542	%
Detailed Route Iter0 Violations	10	
cell area after technology mapping	155.1	sq um
switching fraction of total power	27.54	%
most numerous cell in the Yosys netlist	and2_1	
crit path max fanout	5	
yosys cell count	24	
total die size	6400	sq um
Tot GR Track Use	3.463	%
CP max stage cell	clkdlybuf4s50_1	
Post-Route WL	1235	um
status	complete, no violations	
Cell variety after synth	11	
Setup Viol. Count Final	0	
fill count	393	
vias in the first global route	322	
P per Cell Area	176.2	nW/um^2
setup bufs post-CTS	0	
simple-gate share of the synthesized area	54.84	%
Worst-Margin Slew	186.2	ps
FF+latch count	0	
Area leader share	40.32	%
Layout Area Growth over Synthesis	281.5	%
switching power	28.72	uW
Logic family by area	simple AND/OR/NAND/NOR gates	
final hold vios	0	
initial antenna violation count	0	
Combinational Power Share	100.0	%
CP Capture Type	output pin	
crit path launch type	input port	
sequential share of power	0	%
HPWL Detailed	967.6	um
largest net degree at the start of global routing	6	
Adder Area Share	0	%
maximum VDD drop	21.15	uV
Post-Synthesis Cells	24	
Tcrit/Tclk final	94.97	%
MaxCap Viol Count	0	
Avg Vias per Cell	2.916	
first-pass GRT wire length	1780	um
antenna cells	0	
crit path DAT	1720	ps
clock period minus worst slack	2184	ps
register area	0	sq um
Post-Synth AOI/OAI Area	34.68	%
GRT overflow	0	
YS chip area	155.1	sq um
crit-path cells	dlygate4sd2_1 -> nand4_1 -> a41o_2 -> and2_4 -> clkdlybuf4s50_1	
Placed Area	568.0	sq um
Crit path largest cell delay	450	ps
number of max-slew violations in the final report	0	
final std cells w/o fill	107	
area leader, netlist	and2_1	
tool warnings	32	
average size of a mapped cell	6.465	sq um
DRC violations left	0	
routed vias	312	
Req. time, crit path	1840	ps
Synth area leaders	and2_1 40%, o21a_1 19%, a41o_2 7.3%	
post-DR wirelength/cell	11.54	um
Die Wd	80	um
relative slew slack	87.55	%
dpl cells	106	
core box area	3416	sq um
fraction of layout cells with a size suffix above 1	16.39	%
Clk network pwr share	0	%
Post-synth top cells	10 x and2_1, 4 x o21a_1, 2 x inv_1	
Leakage	0.0002282	uW
Core Util, Final	17.33	%
crit path buf inv count	2	
routing by layer:
metal  routed length, um  share of wire, %  GRT usage [%]  vias up
li1                    -                 -              -      160
met1                 439                36          3.823      139
met5                   0                 0              0        -
met4                   0                 0              0        0
met2                 649                53          6.180       13
met3                 146                12          1.705        0
path summary, 6_finish.rpt:
check	start	slack [ps]	depth (start not counted)	endpoint
max	inVal[10]	120	5	outVal[7]
min	inVal[14]	1710	3	outVal[14]
final cells by class:
| cell class | instances | area [sq um] | area share (%) |
|---|---|---|---|
| repair buffers | 36 | 344.1 | 58.14 |
| multi-input cells | 23 | 182.7 | 30.87 |
| inverters | 2 | 7.507 | 1.268 |
| well taps | 46 | 57.56 | 9.725 |
worst min-delay path, cell delays in order:
cell	delay, ps
dlygate4sd2_1	250
and2_1	140
clkdlybuf4s50_1	400
cell usage in the layout (no fill, tap or decap), drive strengths merged:
cell type / n
xor2: 1
and2: 11
o21a: 4
clkdlybuf4s15: 1
nand2: 1
clkbuf: 1
a21boi: 1
nand4: 1
buf: 2
nor2: 1
inv: 2
a41o: 2
a21oi: 1
dlygate4sd2: 6
clkdlybuf4s50: 26
metrics by stage:
stage / power (uW) / hold slack, ps / TNS [ps] / setup WS [ps]
final: 104.3 / 1709 / 0 / 115.7
after floorplan: 19.88 / 973.0 / 0 / 849.4
after global routing: 113.7 / 1733 / 0 / 32.50
after global placement: 101.1 / 1851 / -1922 / -156.2
after CTS: 106.6 / 1721 / 0 / 15.86
after detailed placement: 101.9 / 1843 / -2133 / -178.8
cell families (layout without fill, tap and decap cells):
family,Yosys count,after routing
and+or+nand+nor,14,14
buffers and inverters,2,38
AOI/OAI and AO/OA,7,8
xor gates and xnor gates,1,1
power by group through the flow:
stage | sequential (uW) | clock, uW | combinational [uW]
after CTS | 0 | 0 | 107
after global routing | 0 | 0 | 114
final | 0 | 0 | 104
what timing repair did:
action                     CTS  global route
pin swaps                    7             1
gates cloned                 1             0
resized                     15             3
setup endpoints to repair   14             7
hold buffers                 0             0
Power is estimated from default activity; no workload was simulated.
