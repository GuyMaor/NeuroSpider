## design.v

```verilog
`timescale 1ns / 1ps
module mod_Multiply(in_A,in_B,in_En,out_Out,out_Ready,clk,rst);
    input [15:0] in_A;
    input [15:0] in_B;
    output [15:0] out_Out;
    input in_En;
    output out_Ready;
    input clk;
	 input rst;
	 wire signWire = in_A[15] ^ in_B[15];
	 wire [4:0] exponentWire = in_A[14:10] + in_B[14:10] - 5'b01111;
	 wire [20:0] beforeShift = ({1'b1,in_A[9:0]}*{1'b1,in_B[9:0]});
	 wire [10:0] fractionWire = beforeShift>>10; 
	 reg signMidReg;
	 reg [4:0] exponentMidReg;
	 reg [10:0] fractionMidReg;
	 reg readyMidReg;
	 always @ (posedge clk, posedge rst)
	 begin
		if(rst)
		begin
			signMidReg = 1'b0;
			exponentMidReg = 5'd0;
			fractionMidReg = 11'd0;
			readyMidReg = 1'b0;
		end
		else if(in_En)
		begin
			signMidReg = signWire;
			exponentMidReg = exponentWire;
			fractionMidReg = fractionWire;
			readyMidReg = in_En;
		end
	 end
	 wire [4:0] exponentWireOut = exponentMidReg + fractionMidReg[10];
	 wire [9:0] fractionWireOut = (fractionMidReg>>fractionMidReg[10]);	 
	 reg [15:0] out_Out;
    reg out_Ready;
	 always @ (posedge clk, posedge rst)
	 begin
		if(rst)
		begin
			out_Out = 15'd0;
			out_Ready = 1'b0;
		end
		else
		begin
			out_Out = {signMidReg,exponentWireOut,fractionWireOut};
			out_Ready = in_En ? 0 : readyMidReg;
		end
	 end
endmodule
```

## run.sh

```bash
#!/bin/bash
# OpenROAD 26Q1-2900-gdf79404cd8, Yosys 0.63+post, stock flow scripts
make -C /OpenROAD-flow-scripts/flow DESIGN_CONFIG=/design/flow/config.mk WORK_HOME=/design/flow/orfs finish
```

## config.mk

```make
export PLATFORM = sky130hd
export DESIGN_NAME = mod_Multiply
export DESIGN_NICKNAME = mod_Multiply
export VERILOG_FILES = /design/flow/design.v
export SDC_FILE = /design/flow/constraint.sdc
export NUM_CORES = 4
export LEC_CHECK = 1
export CORE_UTILIZATION = 30
```

## constraint.sdc

```tcl
current_design mod_Multiply

set clk_period 2.5
set clk_io_pct 0.2

create_clock -name clk0 -period $clk_period [get_ports {clk}]

set non_clock_inputs [all_inputs -no_clocks]
set_input_delay [expr $clk_period * $clk_io_pct] -clock clk0 $non_clock_inputs
set_output_delay [expr $clk_period * $clk_io_pct] -clock clk0 [all_outputs]
```

==> notes.md <==
Observations from the implementation run.

Timing:
- The run puts the number of hold-slack violations in the final timing report at 0.
- For the pin with the worst max-slew slack, the measured transition is around 0.48 ns.
- The run puts the part of the cycle the worst path needs at 186%.
- The run gives the final critical path time including I/O delays and setup as roughly 4.6 ns.
- In this build the clock could be raised as far as approximately 0.22 GHz.
- Once routing completed, OpenROAD measured the worst setup slack at -2.15 ns.
- The run gives the worst max-slew margin expressed relative to the limit as 68.3%.
- The run puts the clock tree skew after final layout at 0.00297 ns.
- From the final report, the count of setup violators was given as 11.
- Setup repair after global routing could not meet its margin everywhere.
- The run puts the final max-slew violation count at 0.

Synthesis:
- Counting flops with an async set or reset pin after synthesis yields a share of 100%.
- The run gives the total number of yosys warnings as 1.
- The run puts the number of enable flip-flop cells at 0.
- Of all cell types, the one taking the most synthesized area is fa_1.
- Yosys reports a chip area of 0.00524 mm^2.
- After synthesis, the cell types taking the most area are fa_1, dfrtp_1, ha_1, inv_1, nand2_1.
- In the synthesized netlist the dominant register cell turns out to be dfrtp_1.
- In this run the biggest area consumer among cell types represents between 30 and 40% of the synthesized area.
- The run puts the sequential area share after synthesis at approximately 17%.
- The run gives the synthesized instance count as 552.
- The run puts the count of different cell masters after synthesis at roughly 50.
- The commonest cells after synthesis are inv_1, fa_1, nand2_1, ha_1, and2_1.
- For this run the top cell type by instance count after synthesis was inv_1.
- The run puts the flip-flop and latch count after synthesis at 35.
- The run gives the post-synth design cell area as 0.00524 mm^2.
- A synthesized cell averages 9.50 um^2.
- Yosys stat counts around 550 cells in the synthesized netlist.

Global routing:
- The run gives the overall routing resource usage as between 10 and 15%.
- The run gives the leftover overflow at the end of global routing as 0.
- Entering global routing, the biggest net connects 36 pins.
- The run puts the global-route wire length before repair at a little under 20 mm.
- The run puts the initial antenna violation count at 0.
- The run gives the via count of the first global-routing pass as 4,207.

Cells and area:
- Summing all multi-input logic gate instances after layout gives 0.00434 mm^2.
- The run gives the area of all placed cells without fillers as ~0.0074 mm^2.
- The run puts the fraction of layout cells with a size suffix above 1 at 33.3%.
- The run puts the number of inserted filler cells in the final layout at 1,554.
- The run gives the sequential cell area as 876 um^2.
- In this run the layout overhead on the synthesized area is reported as 41.6%.

Drt:
- For this run, the script counts the antenna cells in the layout as 0.
- The first routing iteration left ~140 violations.
- The run gives the total length of routed wires as 11.8 mm.
- The routed design shows a wire length per standard cell of 12.9 um.
- The pre-antenna-repair detailed-routing pass consisted of 4 iterations.
- The run gives the final routed DRC violation total as 0.
- The run gives the number of vias in the routed layout as 4,142.
- Per the detail_route report, vias per standard cell equal between 4 and 5.
- The run gives the count of nets left with antenna violations after detail routing as 0.

Placed design:
- The run puts the post-placement worst setup slack at -3.07 ns.
- In the placement report, post-DP HPWL is listed as ~10 mm.
- Routability-driven placement finished with a final weighted congestion of 0.913.
- The run puts the number of I/O port buffers at 51.
- Once placement finished, the instance area stood at between 0.006 and 0.007 mm^2.

Clock tree:
- The run gives the total clock sinks as 35.
- The run puts the count of hold buffers inserted by post-cts repair at 0.
- The run gives the clock-pin slew on the worst setup and hold paths as 0.05 ns.
- The run gives the depth of the CTS H-tree as 2.
- The run gives the TritonCTS clock tree as done.
- The run puts the number of buffers on the longest clock path at 2.
- The run gives the library cell used as clock root buffer as clkbuf_16.
- The run puts the number of CTS-inserted buffers at 5.
- The run puts the later-pin clock latency in the skew report at approximately 0.27 ns.

Floorplanning:
- Per the OpenROAD floorplan log, the width of the die is 134 um.
- The floorplan has 47 rows.
- The total area inside the core boundary comes to ~0.017 mm^2.
- According to the floorplan report, the die height is around 130 um.
- The run puts the starting density of the core at about 31%.
- The run gives the count of pins on the block boundary as 52.
- The chip occupies 0.0180 mm^2.

Setup path:
- The run puts the data required time at the worst endpoint at 2.66 ns.
- Broken down by cell family, the worst path's largest delay share belongs to adder cells.
- The worst register-to-register path begins at fractionMidReg[10].
- The run puts the critical path data arrival time at 4.81 ns.
- The run puts the delay of the slowest critical-path stage at 0.51 ns.
- The setup path with the least slack is of type input port to register.
- The run puts the buffering stage count on the worst path with inverters included at 8.
- STA classifies the critical path endpoint as a register.
- The run gives the endpoint of the most critical register-to-register path as out_Out[14].
- The run gives the most numerous cell on the critical path as fa_1.
- The run puts the register-to-register setup slack at approximately 1.0 ns.
- The run gives the cell at the slowest stage of the critical path as fa_1.
- Logic depth along the worst register-to-register path is recorded as 4.
- The critical path maximum fanout is 4.
- STA classifies the critical path startpoint as an input port.
- Traced cell by cell, the critical path runs through buf_6 -> buf_6 -> and2_4 -> fa_1 -> inv_1 -> fa_1 -> inv_2 -> fa_2 -> fa_1 -> inv_2 -> fa_1 -> inv_2 -> ha_4 -> buf_6 -> buf_12 -> o2111ai_4 -> a21boi_2 -> or3_1 -> a31o_1.

Hold path:
- The tightest min-delay check is of the register to register type.
- The run gives the worst hold path cell count as 0.
- Hold analysis lists the worst path endpoint as out_Out[15].
- The run gives the worst hold path startpoint as signMidReg.

Flow run:
- The run gives the OpenROAD warning count as 29.
- The run puts the max-capacitance violation count at 0.

Run status:
- The run finished, with violations left.
- The checks that failed: negative setup slack.

Power and ir drop:
- The run puts the power per standard cell area at around 1400 mW/mm^2.
- The run puts the worst-case vdd ir drop at 1.24 mV.
- Per the OpenROAD power report, leakage power amounts to 3.57 nW.
- The run puts the overall power at 10.3 mW.
report_power, final:
part | internal, mW | total [mW] | switching, mW | leakage (nW)
combinational | 4.60 | 8.65 | 4.05 | 3.08
clock | 0.495 | 0.706 | 0.212 | 0.0868
sequential | 0.821 | 0.965 | 0.145 | 0.408
cell families after synthesis:
kind of cell	share of synthesized area [%]
and+or+nand+nor	14.6
adders and majority gates	45.3
DFF	16.7
buffers and inverters	9.36
muxes	3.99
AOI/OAI and AO/OA	7.52
xor gates and xnor gates	2.51
how the worst max path moves through the flow:
| stage | start | end | slack [ns] | depth (start not counted) |
|---|---|---|---|---|
| 4_1_cts | in_A[1] | fractionMidReg[9] | -2.17 | 20 |
| 5_1_grt | in_A[1] | fractionMidReg[9] | -2.31 | 20 |
| 6_report | in_A[1] | fractionMidReg[3] | -2.15 | 19 |
metrics by stage:
| step | std cells | utilization [%] | hold slack (ns) | setup TNS, ns |
|---|---|---|---|---|
| detailed placement | 885 | 39.9 | 0.378 | -32.54 |
| CTS | 905 | 42.9 | 0.388 | -22.70 |
| finish | 910 | 44.1 | 0.388 | -22.63 |
| global placement | 885 | 39.9 | 0.362 | -32.41 |
| floorplan | 552 | - | 0.355 | -23.32 |
| global route | 910 | 44.1 | 0.413 | -24.29 |
layer usage:
metal / vias up / GRT usage [%] / share of wire [%]
li1: 2004 / - / -
met1: 2051 / 22.3 / 49
met2: 77 / 21.0 / 45
met4: 0 / 0.874 / 0.72
met3: 10 / 3.43 / 5.7
met5: - / 0 / 0
state kept, by name (all words and copies together) (netlist names):
register	flops
exponentMidReg	5
fractionMidReg	11
out_Out	16
out_Ready	1
readyMidReg	1
signMidReg	1
area by class of cell:
| cell class | count | area share, % |
|---|---|---|
| Multi-Input combinational cell | 387 | 58.5 |
| Timing Repair Buffer | 151 | 18.1 |
| Sequential cell | 35 | 11.8 |
| Inverter | 109 | 5.55 |
| Tap cell | 220 | 3.71 |
| Clock buffer | 6 | 1.87 |
| Clock inverter | 2 | 0.472 |
repair_timing:
action                                  CTS  global route
gates cloned                              1             0
pin swaps                                62            38
endpoints found under the setup margin   11            11
gates resized                           154            41
buffers inserted                         12             7
cell usage in the layout (no fill, tap or decap), drive strengths merged, types with 6 or more instances in the layout:
| cell | count |
|---|---|
| a21oi | 15 |
| and2 | 44 |
| buf | 117 |
| clkbuf | 6 |
| clkdlybuf4s50 | 33 |
| dfrtp | 35 |
| fa | 80 |
| ha | 62 |
| inv | 109 |
| mux2 | 15 |
| nand2 | 73 |
| nand3 | 7 |
| nor2 | 16 |
| o21ai | 8 |
| xnor2 | 11 |
Power and IR drop assume default switching activity.
